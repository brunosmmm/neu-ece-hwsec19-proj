`flow/constraint.sdc`:
```
current_design simon_round

set clk_period 27.9
set clk_io_pct 0.2

create_clock -name clk0 -period $clk_period [get_ports {ck}]

set non_clock_inputs [all_inputs -no_clocks]
set_input_delay [expr $clk_period * $clk_io_pct] -clock clk0 $non_clock_inputs
set_output_delay [expr $clk_period * $clk_io_pct] -clock clk0 [all_outputs]
```
`flow/design.v`:
```
module rotate_unit
  #(
    parameter integer amount = 1,
    parameter integer width = 32,
    parameter rl = 0
    )
   (
    input [width-1:0] i_value,
    output [width-1:0] o_value
    );
   wire                right_left;
   assign right_left = rl;
   assign o_value = (right_left == 0) ? {i_value[width-amount-1:0], i_value[width-1:width-amount]} :
                    {i_value[amount-1:0], i_value[width-1:amount]} ;
endmodule
module simon_round
  #(
    parameter integer SIMON_MAX_WORD_WIDTH = 64,
    parameter integer REGISTER_WIDTH = 64
    )
   (
    input                                 mode,
    input                                 enc_dec,
    input [SIMON_MAX_WORD_WIDTH-1:0]      block1_in,
    input [SIMON_MAX_WORD_WIDTH-1:0]      block2_in,
    input [SIMON_MAX_WORD_WIDTH-1:0]      key,
    input                                 i_valid,
    output reg [SIMON_MAX_WORD_WIDTH-1:0] block1_out,
    output reg [SIMON_MAX_WORD_WIDTH-1:0] block2_out,
    output reg                            o_valid,
    output reg                            i_ready,
    input                                 ck,
    input                                 nrst
    );
   reg [32-1:0] rl1_64in;
   reg [32-1:0] rl2_64in;
   reg [32-1:0] rl8_64in;
   reg [64-1:0] rl1_128in;
   reg [64-1:0] rl2_128in;
   reg [64-1:0] rl8_128in;
   wire [32-1:0] rl1_64out;
   wire [32-1:0] rl2_64out;
   wire [32-1:0] rl8_64out;
   wire [64-1:0] rl1_128out;
   wire [64-1:0] rl2_128out;
   wire [64-1:0] rl8_128out;
   rotate_unit
     #(
       .amount(1),
       .width(64),
       .rl(0)
       ) rotate_left_1_128
       (
        .i_value(rl1_128in),
        .o_value(rl1_128out)
        );
   rotate_unit
     #(
       .amount(2),
       .width(64),
       .rl(0)
       ) rotate_left_2_128
       (
        .i_value(rl2_128in),
        .o_value(rl2_128out)
        );
   rotate_unit
     #(
       .amount(8),
       .width(64),
       .rl(0)
       ) rotate_left_8_128
       (
        .i_value(rl8_128in),
        .o_value(rl8_128out)
        );
   rotate_unit
     #(
       .amount(1),
       .width(32),
       .rl(0)
       ) rotate_left_1_64
       (
        .i_value(rl1_64in),
        .o_value(rl1_64out)
        );
   rotate_unit
     #(
       .amount(2),
       .width(32),
       .rl(0)
       ) rotate_left_2_64
       (
        .i_value(rl2_64in),
        .o_value(rl2_64out)
        );
   rotate_unit
     #(
       .amount(8),
       .width(32),
       .rl(0)
       ) rotate_left_8_64
       (
        .i_value(rl8_64in),
        .o_value(rl8_64out)
        );
   wire [SIMON_MAX_WORD_WIDTH-1:0]     out;
   wire [SIMON_MAX_WORD_WIDTH-1:0]     xin, yin;
   reg [SIMON_MAX_WORD_WIDTH-1:0]      tmp;
   reg                                 busy;
   reg                                 enc_dec_mode, simon_mode;
   assign xin = enc_dec ? block1_in : block2_in;
   assign yin = enc_dec ? block2_in : block1_in;
   assign out = (simon_mode == 1'b0) ? {32'b0, (rl1_64out & rl8_64out) ^ rl2_64out} ^ tmp:
                (rl1_128out & rl8_128out) ^ rl2_128out ^ tmp;
   always @(posedge ck) begin
      if (!nrst) begin
         enc_dec_mode <= '0;
         simon_mode <= '0;
         block1_out <= '0;
         block2_out <= '0;
         o_valid <= '0;
         i_ready <= '1;
         busy <= '0;
         tmp <= '0;
         rl1_64in <= 0;
         rl2_64in <= 0;
         rl8_64in <= 0;
      end
      else begin
         if (i_valid && !busy) begin
            i_ready <= '0;
            busy <= '1;
            enc_dec_mode <= enc_dec;
            simon_mode <= mode;
            tmp <= key ^ yin;
            if (mode == 1'b0) begin
               rl1_64in <= xin[31:0];
               rl2_64in <= xin[31:0];
               rl8_64in <= xin[31:0];
            end
            else begin
               rl1_128in <= xin;
               rl2_128in <= xin;
               rl8_128in <= xin;
            end
            if (enc_dec) begin
               block2_out <= block1_in;
            end
            else begin
               block1_out <= block2_in;
            end
         end  
         else begin
            if (busy) begin
               o_valid <= '1;
               i_ready <= '1;
               busy <= '0;
               if (enc_dec_mode) begin
                  block1_out <= out;
               end
               else begin
                  block2_out <= out;
               end
            end
            else begin
               o_valid <= '0;
            end
         end  
      end  
   end  
endmodule
```
`flow/config.mk`:
```
export PLATFORM = sky130hd
export DESIGN_NAME = simon_round
export DESIGN_NICKNAME = simon_round
export VERILOG_FILES = /design/flow/design.v
export SDC_FILE = /design/flow/constraint.sdc
export NUM_CORES = 4
export LEC_CHECK = 1
export CORE_UTILIZATION = 40
```
`flow/run.sh`:
```
#!/bin/bash
# OpenROAD 26Q1-2900-gdf79404cd8, Yosys 0.63+post, stock flow scripts
make -C /OpenROAD-flow-scripts/flow DESIGN_CONFIG=/design/flow/config.mk WORK_HOME=/design/flow/orfs finish
```
==> reports/qor.txt <==
run status - completed
Hold EP - block2_out[63]
clock slew at reported path FFs - 0.06 ns
unrepaired setup endpoints after global routing - false
area used by sequential logic in the layout - 6514 sq um
critical path startpoint category - input pin
total of endpoints with negative setup slack in the final report - 0
number of rows in the core area - 77
Worst Path Class, Setup - in -> reg
quantity of gates resized following cts - 0
Clock Tree Buf Depth - 3
clock latency at the later pin of the worst-skew pair - 0.55 ns
first-pass iteration count of the detailed router - 5
global router's overall resource usage - 27.08%
Area Overhead vs Synth - 24.63%
Async S/R FF share, synth - 0%
Hold Path Origin - block2_out[63]
DRT iter0 DRCs - 998
Post-CTS Hold Buffers - 0
antenna violations before repair - 5
reg-to-reg startpoint - busy
endpoint type of the worst setup path - flop
tally of filler cells in the layout - 3970
largest vdd supply drop - 43.24 uV
footprint of the multi-input gates - 10660 sq um
P_leak - 7.856 nW
post-route design area - 22790 sq um
root buffer selected by CTS - clkbuf_16
H-tree Lvls - 2
total grt overflow - 0
unique cell type count in the Yosys netlist - 39
ys flops - 293
Top-Level Pins - 327
Worst EP required - 28.35 ns
# DRC - 0
Least-Margin Pin Slew - 0.8908 ns
Top cells excl fill/tap - clkdlybuf4s50_1 (323), a21oi_1 (227), dfxtp_1 (227), nand2_1 (226), o21ai_0 (128)
CTS tree - built
total wire length - 61870 um
gate count after technology mapping - 2009
total via count after detailed routing - 16584
flip-flop cell with the highest count after synthesis - dfxtp_1
pin count of the biggest net entering global routing - 75
synthesized chip area reported by yosys - 18290 sq um
max-cap check violation count - 0
final total negative setup slack - 0 ns
antenna viol nets, final - 0
IO Port Bufs - 326
number of warnings reported in the yosys synthesis log - 1
Core Area - 44700 sq um
Period minus WS final - 8.092 ns
cells on worst reg2reg path - 6
Fin. Hold Viols - 0
number of clock sinks - 293
fraction of the yosys area taken by sequential cells - 35.57%
cells in synth_stat.txt - 2009
Initial Util - 40.91%
Netlist Area Pre-Place - 18290 sq um
max_slew headroom - 40.61%
Die Outline Area - 46580 sq um
WHS - 0.4537 ns
Placer Congestion - 0.9044
skew final - 0.01842 ns
critical path fanouts, max - 65
post-layout total power - 1.177 mW
count of flip-flops with a built-in enable after synthesis - 64
share of the clock period used by the worst path - 29.00%
Via-to-Cell Ratio - 5.784
height of the chip - 215.8 um
dominant logic cell type in the layout - clkdlybuf4s50_1
ratio of cells with drive above 1 in the final layout - 11.67%
vias in the first global route - 16283
Pwr per Cell Area - 51.63 nW/um^2
number of buffers inserted by post-CTS setup repair - 0
WL per Instance - 21.58 um
overall die width - 215.8 um
Avg Inst Size Synth - 9.104 sq um
post-detailed-placement half-perimeter wirelength - 42680 um
achievable frequency - 123.6 MHz
number of cells on the worst hold path - 2
type of the most critical hold path - reg -> reg
tool warnings - 25
global-route wire length before repair - 95500 um
r2r endpoint - block1_out[35]
Worst R2R Setup Slack - 24.47 ns
TritonCTS Buffers - 37
Critical Path AT - 8.54 ns
total count of max-transition violations in the final report - 0
Placement Cell Area - 21620 sq um
-- cell type report --
cell class	count	area share, %
repair buffers	353	15.18
clock inverters	10	0.3293
inverters	66	1.098
multi-input cells	1491	46.76
diodes	5	0.05489
clock buffers	57	4.754
flip-flops and latches	293	28.58
well taps	592	3.250
-- metal layers --
| metal | part of all wire, % | wire length, um | vias up | GRT usage, % |
|---|---|---|---|---|
| met4 | 3.1 | 1901 | 0 | 8.203 |
| met2 | 45 | 28120 | 637 | 41.11 |
| met5 | 0 | 0 | - | 0 |
| met3 | 7.7 | 4777 | 104 | 5.745 |
| met1 | 44 | 27080 | 7880 | 39.54 |
| li1 | - | - | 7963 | - |
-- logic make-up (layout without fill, tap and decap cells) --
kind of cell / Yosys count / count (layout) / synth area share [%]
muxes: 192 / 192 / 11.16
DFF: 293 / 293 / 35.57
AOI/OAI and AO/OA: 676 / 676 / 25.35
other: 0 / 5 / 0
xor gates and xnor gates: 96 / 96 / 4.597
buffers and inverters: 225 / 486 / 6.287
and+or+nand+nor: 527 / 527 / 17.03
-- critical path: stages --
cell	delay [ns]
buf_2	0.08
buf_4	0.67
inv_4	0.37
buf_4	0.44
or3_1	0.80
buf_4	0.37
o32ai_1	0.15
-- state kept, by name, summed over array words and instances, names as in the netlist, 32 cells and up --
register / cells
tmp: 64
rl1_128in: 64
block1_out: 64
rl1_64in: 32
block2_out: 64
-- worst max-delay path by stage --
stage | from | to | slack [ns]
global route | nrst | block2_out[33] | 19.67
CTS | nrst | block2_out[35] | 19.90
finish | nrst | block2_out[35] | 19.81
-- cell usage after synthesis (2+ instances only) --
| master | n | area (sq um) |
|---|---|---|
| buf_12 | 2 | 40.04 |
| o21a_1 | 32 | 240.2 |
| or3_1 | 2 | 12.51 |
| o41ai_2 | 17 | 276.5 |
| edfxtp_1 | 64 | 1922 |
| inv_1 | 65 | 244.0 |
| nor2_1 | 100 | 375.4 |
| mux2i_1 | 96 | 960.9 |
| nor4b_4 | 16 | 380.4 |
| a41o_1 | 32 | 320.3 |
| clkbuf_1 | 64 | 240.2 |
| o31a_1 | 64 | 560.5 |
| buf_6 | 19 | 214.0 |
| nor2b_1 | 32 | 200.2 |
| o21ai_0 | 128 | 640.6 |
| o41ai_1 | 47 | 411.6 |
| a21oi_1 | 227 | 1136 |
| buf_2 | 50 | 250.2 |
| and4bb_2 | 32 | 400.4 |
| nor3_1 | 64 | 320.3 |
| nor4b_2 | 16 | 240.2 |
| mux2_2 | 96 | 1081 |
| o32ai_1 | 64 | 560.5 |
| buf_1 | 6 | 22.52 |
| a21boi_0 | 32 | 240.2 |
| a211oi_1 | 32 | 240.2 |
| xnor2_1 | 96 | 840.8 |
| nand2_1 | 226 | 848.3 |
| dfxtp_1 | 229 | 4584 |
| and3b_1 | 33 | 289.0 |
| buf_4 | 18 | 135.1 |
-- through the flow --
step,instances,worst slack [ns],util [%]
after global placement,2795,19.36,48.37
after global routing,2867,19.67,50.99
after detailed placement,2795,19.34,48.37
final,2867,19.81,50.99
after floorplan,2009,19.93,-
after CTS,2862,19.90,50.96
-- power breakdown --
part / total (mW) / internal (mW) / leakage [nW] / switching [mW]
Combinational: 0.221 / 0.112 / 4.83 / 0.108
Sequential: 0.490 / 0.461 / 2.46 / 0.0287
Clock: 0.466 / 0.276 / 0.562 / 0.190
Power figures rest on the tool's default switching activity, not on a simulated workload.
